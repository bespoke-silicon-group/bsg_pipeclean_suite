==> design.v <==
module hard_mem_1rw_bit_mask_d64_w15_wrapper #( parameter width_p = 15
					                                    , parameter els_p   = 64
					                                    , parameter addr_width_lp = $clog2(els_p)
                                              )
  ( input                      clk_i
  , input                      reset_i
  , input [width_p-1:0]        data_i
  , input [addr_width_lp-1:0]  addr_i
  , input                      v_i
  , input [width_p-1:0]        w_mask_i
  , input                      w_i
  , output wire [width_p-1:0]  data_o
  );
  // synopsys translate_off
  initial
    begin
      $display("## %m: to get the expect quality of results, this module should be replaced with the hardened equivalent.");
    end
  // synopsys translate_on
  wire unused = reset_i;
  reg [addr_width_lp-1:0] addr_r;
  reg [width_p-1:0] mem [els_p-1:0];
  int i;
  always @(posedge clk_i)
    if (v_i & ~w_i)
      addr_r <= addr_i;
    else
      addr_r <= 'X;
  assign data_o = mem[addr_r];
  always @(posedge clk_i)
    if (v_i & w_i)
      for (i = 0; i < width_p; i=i+1)
        if (w_mask_i[i])
          mem[addr_i][i] <= data_i[i];
endmodule
module hard_mem_1rw_bit_mask_d64_w7_wrapper #( parameter width_p = 7
					                                   , parameter els_p   = 64
					                                   , parameter addr_width_lp = $clog2(els_p)
                                             )
  ( input                      clk_i
  , input                      reset_i
  , input [width_p-1:0]        data_i
  , input [addr_width_lp-1:0]  addr_i
  , input                      v_i
  , input [width_p-1:0]        w_mask_i
  , input                      w_i
  , output wire [width_p-1:0]  data_o
  );
  // synopsys translate_off
  initial
    begin
      $display("## %m: to get the expect quality of results, this module should be replaced with the hardened equivalent.");
    end
  // synopsys translate_on
  wire unused = reset_i;
  reg [addr_width_lp-1:0] addr_r;
  reg [width_p-1:0] mem [els_p-1:0];
  int i;
  always @(posedge clk_i)
    if (v_i & ~w_i)
      addr_r <= addr_i;
    else
      addr_r <= 'X;
  assign data_o = mem[addr_r];
  always @(posedge clk_i)
    if (v_i & w_i)
      for (i = 0; i < width_p; i=i+1)
        if (w_mask_i[i])
          mem[addr_i][i] <= data_i[i];
endmodule
module hard_mem_1rw_bit_mask_d64_w96_wrapper #( parameter width_p = 96
					                                    , parameter els_p   = 64
					                                    , parameter addr_width_lp = $clog2(els_p)
                                              )
  ( input                      clk_i
  , input                      reset_i
  , input [width_p-1:0]        data_i
  , input [addr_width_lp-1:0]  addr_i
  , input                      v_i
  , input [width_p-1:0]        w_mask_i
  , input                      w_i
  , output wire [width_p-1:0]  data_o
  );
  // synopsys translate_off
  initial
    begin
      $display("## %m: to get the expect quality of results, this module should be replaced with the hardened equivalent.");
    end
  // synopsys translate_on
  wire unused = reset_i;
  reg [addr_width_lp-1:0] addr_r;
  reg [width_p-1:0] mem [els_p-1:0];
  int i;
  always @(posedge clk_i)
    if (v_i & ~w_i)
      addr_r <= addr_i;
    else
      addr_r <= 'X;
  assign data_o = mem[addr_r];
  always @(posedge clk_i)
    if (v_i & w_i)
      for (i = 0; i < width_p; i=i+1)
        if (w_mask_i[i])
          mem[addr_i][i] <= data_i[i];
endmodule
module hard_mem_1rw_byte_mask_d512_w64_wrapper #( parameter width_p = 64
                                                , parameter els_p = 512
                                                , parameter addr_width_lp = $clog2(els_p)
                                                , parameter write_mask_width_lp = width_p>>3
                                                )
  ( input                            clk_i
  , input                            reset_i
  , input [width_p-1:0]              data_i
  , input [addr_width_lp-1:0]        addr_i
  , input                            v_i
  , input [write_mask_width_lp-1:0]  write_mask_i
  , input                            w_i
  , output wire [width_p-1:0]        data_o
  );
  // synopsys translate_off
  initial
    begin
      $display("## %m: to get the expect quality of results, this module should be replaced with the hardened equivalent.");
    end
  // synopsys translate_on
  wire unused = reset_i;
  reg [addr_width_lp-1:0] addr_r;
  reg [width_p-1:0] mem [els_p-1:0];
  int i;
  always @(posedge clk_i)
    if (v_i & ~w_i)
      addr_r <= addr_i;
    else
      addr_r <= 'X;
  assign data_o = mem[addr_r];
  always @(posedge clk_i)
    if (v_i & w_i)
      for (i = 0; i < write_mask_width_lp; i=i+1)
        if (write_mask_i[i])
          mem[addr_i][(i*8)+:8] <= data_i[(i*8)+:8];
endmodule
module hard_mem_1rw_d256_w95_wrapper #( parameter width_p = 95
                                      , parameter els_p = 256
                                      , parameter addr_width_lp = $clog2(els_p)
                                      )
  ( input                     clk_i
  , input                     v_i
  , input                     reset_i
  , input [width_p-1:0]       data_i
  , input [addr_width_lp-1:0] addr_i
  , input                     w_i
  , output wire [width_p-1:0] data_o
  );
  // synopsys translate_off
  initial
    begin
      $display("## %m: to get the expect quality of results, this module should be replaced with the hardened equivalent.");
    end
  // synopsys translate_on
  wire unused = reset_i;
  reg [addr_width_lp-1:0] addr_r;
  reg [width_p-1:0] mem [els_p-1:0];
  always @(posedge clk_i)
    if (v_i & ~w_i)
      addr_r <= addr_i;
    else
      addr_r <= 'X;
  assign data_o = mem[addr_r];
  always @(posedge clk_i)
    if (v_i & w_i)
      mem[addr_i] <= data_i;
endmodule
module hard_mem_1rw_d512_w64_wrapper #( parameter width_p = 64
                                      , parameter els_p = 512
                                      , parameter addr_width_lp = $clog2(els_p)
                                      )
  ( input                     clk_i
  , input                     v_i
  , input                     reset_i
  , input [width_p-1:0]       data_i
  , input [addr_width_lp-1:0] addr_i
  , input                     w_i
  , output wire [width_p-1:0] data_o
  );
  // synopsys translate_off
  initial
    begin
      $display("## %m: to get the expect quality of results, this module should be replaced with the hardened equivalent.");
    end
  // synopsys translate_on
  wire unused = reset_i;
  reg [addr_width_lp-1:0] addr_r;
  reg [width_p-1:0] mem [els_p-1:0];
  always @(posedge clk_i)
    if (v_i & ~w_i)
      addr_r <= addr_i;
    else
      addr_r <= 'X;
  assign data_o = mem[addr_r];
  always @(posedge clk_i)
    if (v_i & w_i)
      mem[addr_i] <= data_i;
endmodule
==> run.sh <==
#!/bin/bash
# OpenROAD 26Q1-2900-gdf79404cd8, Yosys 0.63+post, stock flow scripts
make -C /OpenROAD-flow-scripts/flow DESIGN_CONFIG=/design/flow/config.mk WORK_HOME=/design/flow/orfs finish
==> config.mk <==
export PLATFORM = sky130hd
export DESIGN_NAME = hard_mem_1rw_d256_w95_wrapper
export DESIGN_NICKNAME = hard_mem_1rw_d256_w95_wrapper
export VERILOG_FILES = /design/flow/design.v
export SDC_FILE = /design/flow/constraint.sdc
export NUM_CORES = 4
export LEC_CHECK = 1
export CORE_UTILIZATION = 40
export SYNTH_MEMORY_MAX_BITS = 65536
==> constraint.sdc <==
current_design hard_mem_1rw_d256_w95_wrapper

set clk_period 662.4
set clk_io_pct 0.2

create_clock -name clk0 -period $clk_period [get_ports {clk_i}]

set non_clock_inputs [all_inputs -no_clocks]
set_input_delay [expr $clk_period * $clk_io_pct] -clock clk0 $non_clock_inputs
set_output_delay [expr $clk_period * $clk_io_pct] -clock clk0 [all_outputs]
==> impl_metrics.json <==
{
  "tns_ns": 0,
  "totalPowerFinal_w": 0.003222,
  "synth_cell_type_count": 86,
  "crit_chain": "buf_4 -> buf_4 -> buf_4 -> buf_4 -> buf_4 -> buf_4 -> buf_4 -> buf_4 -> buf_4 -> buf_4 -> buf_4 -> buf_4 -> mux4_2 -> mux4_2 -> nand2_1 -> a21oi_1 -> a2111oi_1 -> buf_4 -> nor3_2 -> clkdlybuf4s50_1",
  "combGateArea_mm2": 0.1893,
  "end_kind": "primary output",
  "cts_resized": 0,
  "path_class": "reg2out",
  "leakage_nw": 333.5,
  "synth_area_mm2": 0.9310,
  "syn_avg_cell_area_um2": 22.72,
  "drv_cap": 2,
  "syn_to_final_growth_pct": 14.52,
  "rows": 560,
  "route.detailed.drc": 0,
  "fin_crit_ns": 145.83,
  "postCtsSetupBuffers": 0,
  "grt_max_degree": 106,
  "hold_buffers": 0,
  "viasPerCell": 5.926,
  "finalHoldViolCount": 0,
  "ys.flops": 24330,
  "port_buffers": 200,
  "cts_tree": "done",
  "io_pins": 202,
  "grtUsageTotal_pct": 29.67,
  "crit_fanout": 43,
  "core-area_mm2": 2.323,
  "yosysSeqAreaShare_pct": 78.46,
  "grt_overflow": 0,
  "hp-class": "in2reg",
  "vias": 466800,
  "synth_warnings": 2,
  "grt_pass1_wl_um": 4226000,
  "wl_per_cell_um": 40.00,
  "grt_pass1_vias": 514800,
  "chip_area_mm2": 2.334,
  "top_usage_layer": "met2",
  "fillers": 185600,
  "openroad.warnings": 40,
  "drtIter0Drc": 34420,
  "edf_count": 24320,
  "finalClockPeriodUsage_pct": 22.02,
  "antenna_found_initial": 367,
  "ys.flop_type": "edfxtp_1",
  "largest_reg_flops": 24320,
  "max_freq_mhz": 6.857,
  "required_ns": 529.92,
  "worstSetupEndpoint": "data_o[37]",
  "syn_inst": 40970,
  "violations": "max-capacitance violations, max-slew violations",
  "fp.dieH_um": 1528,
  "detail-route-antenna-nets": 0,
  "yosys_area_mm2": 0.9310,
  "largestRegisters": "mem x24320",
  "final_cells": 78780,
  "cts-root-buf": "clkbuf_16",
  "post-dp-hpwl_um": 1889000,
  "cp_common_cell": "buf_4",
  "yosys-stat-cells": 40970,
  "report.final.slew_viol_count": 15,
  "cts.clk_slew.worst_paths_ns": 0.06,
  "cts_sinks": 24330,
  "max-slew-margin-rel_pct": -4.189,
  "grt_use_met1_pct": 25.33,
  "peakVddDrop_mv": 0.003101,
  "power_density_mw_per_mm2": 3.022,
  "status": "complete, but fails checks",
  "top_register": "mem",
  "fp_util_pct": 40.08,
  "cts_max_level": 8,
  "rsz0062_at_grt": "false",
  "cts.path.max_buffers": 6,
  "worstPathArrival_ns": 13.35,
  "synthArstFlopShare_pct": 0,
  "cp-start-kind": "flop",
  "max_stage_delay_ns": 0.79,
  "met2_usage_pct": 38.47,
  "setup_violations": 0,
  "first_pass_iters": 8,
  "drt-total-wl_um": 3151000,
  "drive_gt1_share_pct": 27.01,
  "dp.cells": 72600,
  "hold_slack_ns": 131.18,
  "seqCellArea_mm2": 0.7305,
  "worst_pin_slew_ns": 1.553,
  "cts_buffers": 2466,
  "gp_congestion": 0.9146,
  "die_x_um": 1528,
  "grtUsageMet3_pct": 33.17,
  "crit_slowest_cell": "clkdlybuf4s50_1"
}
## power breakdown
group / switching (W) / internal, W
logic: 0.000124 / 0.0000559
clock network: 0.000590 / 0.000755
registers: 0.000000680 / 0.00170
total: 0.000715 / 0.00251
## cell usage in the layout (no fill, tap or decap), types with 68 or more instances in the layout
cell	synthesis	routed
buf_12	33	120
o21ai_0	359	337
buf_8	117	87
a32oi_1	97	97
nor2_4	0	271
and2_1	82	76
clkinv_2	1	389
o221ai_1	673	658
o211ai_1	68	68
a21oi_1	462	445
clkdlybuf4s50_1	0	105
a22oi_1	172	171
nand2_1	1400	1379
a31oi_1	137	130
clkinv_1	2	568
bufinv_16	0	151
mux2_2	76	76
clkbuf_1	882	546
nor2_1	616	335
nand3_1	492	475
edfxtp_1	24320	24320
diode_2	0	1769
mux4_2	5479	5479
mux2i_1	2343	2342
clkbuf_16	0	2500
o22ai_1	658	634
a221oi_1	137	121
and3_1	166	165
buf_4	272	2783
## synth_stat cells, drive strengths merged, types with 16 or more instances
master       n  area share (%)
edfxtp   24320              78
mux4      5514              13
mux2i     2343             2.5
buf       1481             1.3
nand2     1400            0.56
clkbuf     897            0.38
o221ai     682            0.65
o22ai      658            0.44
nor2       616            0.25
nand3      492            0.26
a21oi      462            0.25
o21ai      369            0.20
a22oi      172            0.14
and3       166            0.11
a221oi     138            0.13
a31oi      137           0.092
a32oi       97           0.091
and2        88           0.059
nor3        86           0.047
a211oi      79           0.064
mux2        76           0.092
nor4        76           0.054
o211ai      68           0.055
a311oi      66           0.062
a21o        53           0.043
a2111oi     37           0.038
o31ai       37           0.030
a222oi      33           0.035
a22o        33           0.031
nand4       33           0.022
nor2b       30           0.020
o32ai       22           0.021
a211o       20           0.019
or3         20           0.013
and4        16           0.015
## cell type report
type | count | share of cell area, %
sequential | 24330 | 68.51
antenna | 1769 | 0.4152
inverter | 5 | 0.005398
clock inverter | 1363 | 1.208
multi-input combinational | 14260 | 17.75
clock buffer | 3046 | 6.060
timing repair buffer | 3105 | 2.418
tap | 30910 | 3.627
## cells by family (layout without fill, tap and decap cells)
logic type,after synthesis,count (layout),synth area share [%]
other,0,1769,0
DFF,24330,24330,78.46
muxes,7933,7933,15.96
AOI/OAI and AO/OA,3260,3260,2.482
buffers and inverters,2386,7519,1.639
and+or+nand+nor,3065,3065,1.453
## worst min path at each step
stage | startpoint | slack [ns] | depth (start not counted) | to
after CTS | data_i[90] | 131.07 | 1 | mem[80][90]
after global routing | data_i[90] | 131.18 | 1 | mem[80][90]
final | data_i[90] | 131.18 | 1 | mem[80][90]
## layer usage
layer,part of all wire (%),vias up
li1,-,183700
met1,24,230200
met2,43,45230
met3,25,7192
met4,7.1,548
met5,0.82,-
## critical path: cells and delay by family (launching register included)
family,cells,cell delay (ns)
buffers and inverters,14,8.57
AOI/OAI and AO/OA,2,0.62
DFF,1,0.75
and+or+nand+nor,2,0.21
muxes,2,1.13
## through the flow
stage	util (%)	setup slack [ns]	cell area, um^2
2_1_floorplan	-	524.32	931000
3_3_place_gp	42.37	517.95	984200
3_5_place_dp	42.37	517.84	984200
4_1_cts	45.71	516.03	1062000
5_1_grt	45.86	515.61	1065000
6_report	45.90	516.57	1066000
Power and IR drop assume default switching activity.
